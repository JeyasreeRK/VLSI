==> flow/config.mk <==
export PLATFORM = sky130hd
export DESIGN_NAME = alu
export DESIGN_NICKNAME = alu
export VERILOG_FILES = /design/flow/design.v
export SDC_FILE = /design/flow/constraint.sdc
export NUM_CORES = 4
export LEC_CHECK = 1
export CORE_AREA = 10 10 103 103
export DIE_AREA = 0 0 113 113
==> flow/constraint.sdc <==
current_design alu

set clk_period 5.5
set clk_io_pct 0.2

create_clock -name clk0 -period $clk_period

set non_clock_inputs [all_inputs -no_clocks]
set_input_delay [expr $clk_period * $clk_io_pct] -clock clk0 $non_clock_inputs
set_output_delay [expr $clk_period * $clk_io_pct] -clock clk0 [all_outputs]
==> flow/design.v <==
module alu(
    input [3:0] a,b,
    input [2:0] s,
    output reg [7:0] y
    );
always @(a,b,s) 
begin
case(s)
3'b000:y=a+b; 
3'b001:y=a-b; 
3'b010:y=a*b; 
3'b011:y=a/b; 
3'b100:y=a^b; 
3'b101:y=~(a&b); 
3'b110:y=a%b; 
default:y=(~a)+1; 
endcase
end
endmodule
==> flow/run.sh <==
#!/bin/bash
# OpenROAD 26Q1-2900-gdf79404cd8, Yosys 0.63+post, stock flow scripts
make -C /OpenROAD-flow-scripts/flow DESIGN_CONFIG=/design/flow/config.mk WORK_HOME=/design/flow/orfs finish
==> metrics.log <==
[flow] collecting metrics
INFO  metric num_antenna_cells = 0
INFO  metric first_pass_iters = 4
INFO  metric post_drt_via_cell_ratio = ~5.2
INFO  metric timing.critical_path.to_type = primary output
INFO  metric grt_max_degree = 24
INFO  metric maxClockFrequency = 0.102 GHz
INFO  metric final.period_utilization = 1.78
INFO  metric yosys.cell_types.count = around 65
INFO  metric cts_hold_buf = 0
INFO  metric row_count = 33
INFO  metric critical_path_peak_fanout = 6
INFO  metric timing.setup.tns = -33.95 ns
INFO  metric power.total = ~0.0014 W
INFO  metric die_h = around 110 microns
INFO  metric fin_worst_hold_slack = 2.98 ns
INFO  metric layout.core_utilization = 0.550
INFO  metric timing.final.ws_setup = -4.31 ns
INFO  metric powerDensity = just over 300 nW/um^2
INFO  metric grt.overflow.total = 0
INFO  metric routed-via-count = 3,417
INFO  metric final_hold_violating_endpoints = 0
INFO  metric yosysChipArea = 2740 sq um
INFO  metric place_congestion = 0.920
INFO  metric crit_path_max_incr_delay = 0.34 ns
INFO  metric timing.critical_path.mode_cell = ha_4
INFO  metric flops = 0
INFO  metric place_area = 4010 sq um
INFO  metric setup_repair_after_global_routing_missed_its_margin = true
INFO  metric yosysWarnings = 1
INFO  metric tool_warnings = 43
INFO  metric wire_per_inst = 14.7 microns
INFO  metric status = finished with violations
INFO  metric synth.yosys.num_cells = 378
INFO  metric die_width = about 110 microns
INFO  metric initial_antenna_violation_count = 0
INFO  metric ys_seq_share = 0
INFO  metric maxCapViolations = 0
INFO  metric cp_slowest_cell = or3_4
INFO  metric first_global_vias = 3,242
INFO  metric design.die.area = 12,800 sq um
INFO  metric leakagePower = 2.20 nW
INFO  metric cp_data_required_time = 4.40 ns
INFO  metric hold_class = in -> out
INFO  metric tally_of_clock_buffers_in_the_finished_layout = 0
INFO  metric drt_first_iter_violations = 237
INFO  metric core_util_floorplan = 0.330
INFO  metric drt_wl_total = between 9000 and 10,000 microns
INFO  metric io_buffers = 19
INFO  metric type_of_origin_of_the_critical_path = input pin
INFO  metric number_of_antenna_violating_nets_in_the_routed_design = 0
INFO  metric pin_count = 19
INFO  metric syn-cell-area = 2740 sq um
INFO  metric worst-endpoint-arrival = 8.71 ns
INFO  metric regArea = 0 sq um
INFO  metric proportion_of_layout_cells_with_a_drive_suffix_above_1 = 0.434
INFO  metric final_setup_violation_count = 8
INFO  metric final_layout_top_logic_cells = buf_4, ha_1, nor2_1
INFO  metric most_frequent_logic_cell_in_the_layout = buf_4
INFO  metric core = 8300 sq um
INFO  metric syn_to_final_growth = 66.6%
INFO  metric timing_worst_setup_path_type = in -> out
INFO  metric number_of_drc_violations_after_detailed_routing = 0
INFO  metric violated_checks = setup timing
INFO  metric layout.cell_area.non_filler = 4570 sq um
INFO  metric finalMaxSlewViolations = 0
INFO  metric maximum_vdd_ir_drop = slightly below 0.2 mV
INFO  metric final_hpwl_dp = roughly 7100 microns
INFO  metric fillerInstances = 702
INFO  metric grt_pass1_wl = 15,600 microns
INFO  metric instance_count_of_the_mapped_netlist = ~380
INFO  metric grt_usage = 0.141
INFO  metric final_period_minus_worst_setup_slack = around 9.8 ns
INFO  metric syn_area_per_cell = 7.26 sq um
layer usage:
layer  part of all wire  vias to the layer above  global-route usage
met1               0.48                     1594               0.196
met5                  0                        -                   0
li1                   -                     1729                   -
met2               0.46                       77               0.233
met4              0.015                        0              0.0161
met3              0.053                       17              0.0203
stage by stage:
stage / worst slack, ns / instances
CTS: -4.22 / 637
floorplan: -4.16 / 381
detailed placement: -5.11 / 603
global route: -4.72 / 651
global placement: -5.02 / 603
finish: -4.31 / 651
area by class of cell:
type | instances | area (sq um) | share of cell area
multi-input cells | 341 | 2970 | 0.649
inverters | 30 | 120 | 0.0263
well taps | 105 | 131 | 0.0288
repair buffers | 175 | 1350 | 0.296
logic make-up (layout without fill, tap and decap cells):
logic type,count (synthesis),after routing,synth area share
and+or+nand+nor,132,132,0.254
AOI/OAI and AO/OA,116,116,0.291
adders and majority gates,58,58,0.284
buffers and inverters,40,205,0.0616
xor gates and xnor gates,18,18,0.0575
muxes,13,13,0.0506
other,1,4,0.00137
final timing paths:
check             startpoint    to  cells after the start
setup / recovery        b[0]  y[6]                     46
hold / removal          b[0]  y[0]                      6
where the power goes:
| group | internal, W | total [W] | switching [W] |
|---|---|---|---|
| clock | 0 | 0 | 0 |
| combinational | 0.000786 | 0.00140 | 0.000617 |
| sequential | 0 | 0 | 0 |
| total | 0.000786 | 0.00140 | 0.000617 |
cell usage after synthesis, types with 3 or more instances:
cell | instances | share of area
ha_1 | 51 | 0.23
nor2_1 | 37 | 0.051
inv_1 | 30 | 0.041
nand2_1 | 26 | 0.036
a21oi_1 | 23 | 0.042
o21ai_0 | 23 | 0.042
nor3_1 | 14 | 0.026
nand3_1 | 11 | 0.020
o21a_1 | 10 | 0.027
a21o_1 | 9 | 0.025
mux2i_1 | 9 | 0.033
xnor2_1 | 9 | 0.029
xor2_1 | 9 | 0.029
a31oi_1 | 8 | 0.018
fa_1 | 7 | 0.051
nand2b_1 | 6 | 0.014
nor2b_1 | 6 | 0.014
o211ai_1 | 6 | 0.016
clkbuf_1 | 5 | 0.0068
a211oi_1 | 4 | 0.011
and2_1 | 4 | 0.0091
or2_2 | 4 | 0.0091
or3_1 | 4 | 0.0091
a22o_1 | 3 | 0.0096
nand4_1 | 3 | 0.0068
o21bai_1 | 3 | 0.0082
o22a_1 | 3 | 0.0096
o22ai_1 | 3 | 0.0068
or4_1 | 3 | 0.0082
worst max-delay path: cells and delay by family:
kind	cells	cell delay [ns]
buf+inv	8	0.85
compound gates	16	2.58
mux	2	0.48
simple gates	14	2.17
fa+ha+maj	6	1.50
timing repair:
action	CTS	global route
pin swaps	45	32
resized	78	11
buffers inserted	35	14
endpoints found under the setup margin	8	8
Power figures rest on the tool's default switching activity, not on a simulated workload.
